**./design.v**
```verilog
package clks_alot_p;
    parameter RATE_COUNTER_WIDTH = 32;
    parameter DRIFT_COUNTER_WIDTH = 8;
    parameter PRIORITIZE_COUNTER_WIDTH = 8;
    parameter VIOLATION_COUNTER_WIDTH = 8;
    typedef struct packed {
        logic even_50_50_en;
        logic lockin_enabled;
        logic cycle_skip_en;
    } duty_cycle_mode_s;
    typedef enum logic {
        PIN_CAME_LATE,
        PIN_CAME_EARLY
    } drift_direction_e;
    parameter MAX_RATE_AVERAGING_DEPTH = 1024;  
    parameter MAX_AVG_DEPTH_WIDTH = (MAX_RATE_AVERAGING_DEPTH == 1)
                                  ? 1
                                  : $clog2(MAX_RATE_AVERAGING_DEPTH);
    typedef struct packed {
        logic  [RATE_COUNTER_WIDTH-1:0] drift_window;
        logic                           fixed_drift_direction_en;
        logic                           full_drift_direction_en;
        drift_direction_e               fixed_drift_direction;
        logic  [RATE_COUNTER_WIDTH-1:0] lockin_rate;
        logic  [RATE_COUNTER_WIDTH-1:0] maximum_band_minus_one;
        logic  [RATE_COUNTER_WIDTH-1:0] minimum_band_minus_one;
        logic  [RATE_COUNTER_WIDTH-1:0] required_lockin_duration;
        logic [MAX_AVG_DEPTH_WIDTH-1:0] rate_averaging_depth;  
    } half_rate_limits_s;
    typedef struct packed {
        duty_cycle_mode_s  mode;
        half_rate_limits_s high_limits;
        half_rate_limits_s low_limits;
    } duty_cycle_conf_s;
    typedef enum logic { 
        SINGLE_CONTINUOUS,
        SINGLE_PAUSABLE,
        DIF_CONTINUOUS,
        DIF_PAUSABLE,  
        QUAD_CONTINUOUS,
        QUAD_PAUSABLE
    } input_mode_s;
    typedef struct packed {
        input_mode_s      mode;
        duty_cycle_conf_s duty_cycle;
    } recovery_conf_s;
    typedef struct packed {
        logic pos;
        logic neg;
    } recovery_pins_s;
    typedef struct packed {
        logic primary;
        logic secondary;
    } recovery_drivers_s;
    typedef struct packed {
        logic primary_rising_edge;
        logic primary_falling_edge;
        logic primary_either_edge;
        logic secondary_rising_edge;
        logic secondary_falling_edge;
        logic secondary_either_edge;
    } driver_events_s;
    typedef struct packed {
        logic rising_edge;
        logic falling_edge;
        logic any_valid_edge;
        logic diff_rising_edge_violation;
        logic diff_falling_edge_violation;
    } recovered_events_s;
    typedef struct packed {
        logic [RATE_COUNTER_WIDTH-1:0] high_rate;
        logic [RATE_COUNTER_WIDTH-1:0] low_rate;
        logic                          over_frequency_violation;
        logic                          under_frequency_violation;
    } recovered_half_rates_s;
    typedef struct packed {
        logic                          pause_active;
        logic [RATE_COUNTER_WIDTH-1:0] pause_duration;  
        logic                          locked;
    } status_s;
    typedef struct packed {
        logic rising_edge;
        logic steady_high;
        logic falling_edge;
        logic steady_low;
    } generated_events_s;
    typedef struct packed {
        logic              clk;
        status_s           status;
        generated_events_s events;
    } clock_state_s;
endpackage
package common_p;
    typedef struct packed {
        logic clk;
        logic clk_en;
        logic sync_rst;
    } clk_dom_s;
endpackage
module rate_tracking (
    input                      common_p::clk_dom_s sys_dom_i,
    input                                          generation_en_i,
    input                                          clear_state_i,
    input          clks_alot_p::recovered_events_s recovered_events_i,
    input                                          deltas_locked_in_i,
    input  [(clks_alot_p::RATE_COUNTER_WIDTH)-1:0] rising_delta_i,
    input  [(clks_alot_p::RATE_COUNTER_WIDTH)-1:0] faling_delta_i,
    input  [(clks_alot_p::RATE_COUNTER_WIDTH)-1:0] high_rate_i,
    input  [(clks_alot_p::RATE_COUNTER_WIDTH)-1:0] low_rate_i,
    input               clks_alot_p::clock_state_s unpausable_clk_state_i,
    input  [(clks_alot_p::RATE_COUNTER_WIDTH)-1:0] counter_current_i,
    output [(clks_alot_p::RATE_COUNTER_WIDTH)-1:0] half_rate_target_o,
    output [(clks_alot_p::RATE_COUNTER_WIDTH)-1:0] active_half_rate_o,
    output [(clks_alot_p::RATE_COUNTER_WIDTH)-1:0] inactive_half_rate_o
);
    wire clk = sys_dom_i.clk;
    wire clk_en = sys_dom_i.clk_en;
    wire sync_rst = sys_dom_i.sync_rst;
    wire   [1:0] half_rate_condition;
    assign       half_rate_condition[0] = unpausable_clk_state_i.clk;
    assign       half_rate_condition[1] = clear_state_i || sync_rst;
    wire half_rate_trigger = sync_rst
                          || (clk_en && unpausable_clk_state_i.events.any_valid_edge && generation_en_i)
                          || (clk_en && clear_state_i);
    reg    [(clks_alot_p::RATE_COUNTER_WIDTH)-1:0] half_rate_target_current;
    wire   [(clks_alot_p::RATE_COUNTER_WIDTH)-1:0] resync_half_rate_target = recovered_events_i.rising_edge
                                                                           ? (rising_delta_i + counter_current_i)  
                                                                           : (faling_delta_i + counter_current_i);  
    wire   [(clks_alot_p::RATE_COUNTER_WIDTH)-1:0] calculated_half_rate_target = unpausable_clk_state_i.clk
                                                                               ? (low_rate_i + counter_current_i)  
                                                                               : (high_rate_i + counter_current_i);  
    logic  [(clks_alot_p::RATE_COUNTER_WIDTH)-1:0] half_rate_target_next;
    wire   [1:0] target_condition;
    assign       target_condition[0] = recovered_events_i.any_valid_edge;
    assign       target_condition[1] = clear_state_i || sync_rst;
    always_comb begin : half_rate_target_next_mux
        case (half_rate_condition)
            2'b00  : half_rate_target_next = calculated_half_rate_target;          
            2'b01  : half_rate_target_next = resync_half_rate_target;              
            2'b10  : half_rate_target_next = clks_alot_p::RATE_COUNTER_WIDTH'(0);  
            2'b11  : half_rate_target_next = clks_alot_p::RATE_COUNTER_WIDTH'(0);  
            default: half_rate_target_next = clks_alot_p::RATE_COUNTER_WIDTH'(0);
        endcase
    end
    wire target_trigger = sync_rst
                        || (clk_en && recovered_events_i.any_valid_edge && generation_en_i)
                        || (clk_en && unpausable_clk_state_i.events.any_valid_edge && generation_en_i)
                        || (clk_en && clear_state_i);
    always_ff @(posedge clk) begin
        if (half_rate_trigger) begin
            half_rate_target_current <= half_rate_target_next;
        end
    end
    assign half_rate_target_o = half_rate_target_current;
    reg    [(clks_alot_p::RATE_COUNTER_WIDTH)-1:0] active_half_rate_current;
    logic  [(clks_alot_p::RATE_COUNTER_WIDTH)-1:0] active_half_rate_next;
    always_comb begin : active_half_rate_next_mux
        case (half_rate_condition)
            2'b00  : active_half_rate_next = high_rate_i;  
            2'b01  : active_half_rate_next = low_rate_i;  
            2'b10  : active_half_rate_next = clks_alot_p::RATE_COUNTER_WIDTH'(0);  
            2'b11  : active_half_rate_next = clks_alot_p::RATE_COUNTER_WIDTH'(0);  
            default: active_half_rate_next = clks_alot_p::RATE_COUNTER_WIDTH'(0);
        endcase
    end
    always_ff @(posedge clk) begin
        if (half_rate_trigger) begin
            active_half_rate_current <= active_half_rate_next;
        end
    end
    reg    [(clks_alot_p::RATE_COUNTER_WIDTH)-1:0] inactive_half_rate_current;
    logic  [(clks_alot_p::RATE_COUNTER_WIDTH)-1:0] inactive_half_rate_next;
    always_comb begin : inactive_half_rate_next_mux
        case (half_rate_condition)
            2'b00  : inactive_half_rate_next = low_rate_i;  
            2'b01  : inactive_half_rate_next = high_rate_i;  
            2'b10  : inactive_half_rate_next = clks_alot_p::RATE_COUNTER_WIDTH'(0);  
            2'b11  : inactive_half_rate_next = clks_alot_p::RATE_COUNTER_WIDTH'(0);  
            default: inactive_half_rate_next = clks_alot_p::RATE_COUNTER_WIDTH'(0);
        endcase
    end
    always_ff @(posedge clk) begin
        if (half_rate_trigger) begin
            inactive_half_rate_current <= inactive_half_rate_next;
        end
    end
endmodule : rate_tracking
```
**./run.sh**
```bash
#!/bin/bash
# OpenROAD 26Q1-2900-gdf79404cd8, Yosys 0.63+post, stock flow scripts
make -C /OpenROAD-flow-scripts/flow DESIGN_CONFIG=/design/flow/config.mk WORK_HOME=/design/flow/orfs finish
```
**./config.mk**
```make
export PLATFORM = sky130hd
export DESIGN_NAME = rate_tracking
export DESIGN_NICKNAME = rate_tracking
export VERILOG_FILES = /design/flow/design.v
export SDC_FILE = /design/flow/constraint.sdc
export NUM_CORES = 4
export LEC_CHECK = 1
export CORE_AREA = 10 10 147 147
export DIE_AREA = 0 0 157 157
```
**./constraint.sdc**
```tcl
current_design rate_tracking

set clk_period 22.2
set clk_io_pct 0.2

create_clock -name clk0 -period $clk_period [get_ports {sys_dom_i}]

set non_clock_inputs [all_inputs -no_clocks]
set_input_delay [expr $clk_period * $clk_io_pct] -clock clk0 $non_clock_inputs
set_output_delay [expr $clk_period * $clk_io_pct] -clock clk0 [all_outputs]
```
==> results_dict.tcl <==
# implementation run metrics
set metrics [dict create \
    ys_area_sq_um 4390 \
    syn_area_sq_um 4390 \
    cts_setup_buffers 0 \
    ys_ff 32 \
    yosysUniqueCellTypes 53 \
    flop_cell "edfxtp_1" \
    async_reset_ff_share_pct 0 \
    hpwlAfterDp_um 14200 \
    synth-edff-count 32 \
    num_io_pins 306 \
    place_congestion 0.930 \
    synth_seq_share_pct 21.9 \
    grt_max_degree 33 \
    synth_area_per_cell_sq_um 8.24 \
    antenna_found_initial 6 \
    dieWidth_um 157 \
    die_y_um 157 \
    netlist_instances 533 \
    cts_hold_buf 0 \
    status "stopped before the end" \
    yosysCellCount 533 \
    numPortBuffers 195 \
    ys_warn_count 67 \
    initCoreUtil_pct 23.6 \
    run.stop_error "[ERROR GRT-0232] Routing congestion too high. Check the congestion heatmap in the GUI." \
    lastStage "5_1_grt" \
    fp-row-count 50 \
    pre_cts_ws_ns 7.93 \
    post_cts_resized 0 \
]
[cells in the mapped netlist (6+ instances only)]
cell,count,share of area (%)
buf_4,64,11
nand2_1,59,5.0
o21ai_0,51,5.8
nor2_1,41,3.5
mux2i_1,35,8.0
ha_1,34,9.7
a21oi_1,33,3.8
edfxtp_1,32,22
mux2_2,31,7.9
clkbuf_1,21,1.8
xnor2_1,15,3.0
inv_1,11,0.94
xor2_1,9,1.8
nand4_1,8,1.1
o21a_1,8,1.4
nand3_1,7,0.80
nor3_1,6,0.68
[logic make-up after synthesis]
group                    after synthesis  share of synthesized area [%]
XOR/XNOR                              24                           4.78
AND-OR/OR-AND                        135                           19.2
adder cells (fa/ha/maj)               35                           10.1
AND/OR/NAND/NOR                      139                           13.9
flip-flops                            32                           21.9
multiplexers                          66                           15.9
buffers and inverters                101                           14.1
other                                  1                         0.0853
[per-stage QoR]
step / utilization, % / cell area (sq um) / instances
3_3_place_gp: 33.9 / 6310 / 937
3_5_place_dp: 33.9 / 6310 / 937
2_1_floorplan: - / 4630 / 596
4_1_cts: 78.5 / 14600 / 1348
